==> /design/flow/design.v <==
`timescale 1ns / 1ps
module SPI_Transmitter22 #(
    parameter SPI_DATALENGTH = 4'd8  
)
(
    input clk,
    input rst,
    output reg sendComplete,
    output MISO,
    output reg SCLK,
    output reg CS,
    input MOSI,
    input [7:0] sendData,
    output reg [7:0] recvData
);
    reg [7:0] sendData_reg;
reg [7:0] recvData_reg;   
    reg[4:0] counter;
    reg[1:0] state;
    localparam DEFSTATE   = 2'b00;
    localparam CLKUP      = 2'b01;
    localparam CLKDOWN    = 2'b10;
    localparam DATACHANGE = 2'b11;
    assign MISO = sendData[7];
    assign MOSI = recvData_reg[7];  
    reg[7:0] recvData_tmp;
    reg[7:0] sentData_tmp;         
    always @(posedge clk or negedge rst)begin
        if(rst == 1'b0)begin
            sendComplete <= 1'b0;
            recvData <= 8'b0000_0000;
            recvData_tmp <= 8'b0000_0000;
            SCLK     <= 1'b0;
            CS       <= 1'b1;
            counter  <= 4'b0000;
            sendData_reg <= sendData;  
            state <= DEFSTATE;
        end else begin
            case (state)
                DEFSTATE : begin
                    sendComplete <= 1'b0;
                    SCLK  <= 1'b0;
                    CS    <= 1'b0;
                    state <= CLKUP;
                    recvData_reg <= recvData;
		    sendData_reg <= sendData;
                    recvData_tmp <= recvData;
                    sentData_tmp <= sendData;
                end
                CLKUP : begin
                    sendComplete <= 1'b0;
                    SCLK  <= 1'b1;
                    CS    <= 1'b0;
                    state <= CLKDOWN;
                    recvData <= recvData;          
                    recvData_tmp <= recvData_tmp;
                    sentData_tmp <= sentData_tmp;  
                end
                CLKDOWN : begin
                    sendComplete <= 1'b0;
                    SCLK  <= 1'b0;
                    CS    <= 1'b0;
                    state <= DATACHANGE;
                    recvData_tmp <= {recvData_tmp[6:0],MISO};
		    sentData_tmp <= {sentData_tmp[6:0],MOSI};
                    recvData <= recvData;
                end
                DATACHANGE : begin
                    SCLK <= SCLK;
                    recvData_tmp <= recvData_tmp;
		    sentData_tmp <= sentData_tmp;
                    if (counter == SPI_DATALENGTH - 4'b0001)begin
                        sendComplete <= 1'b1;
                        CS           <= 1'b1;
                        state        <= DATACHANGE;
                        counter      <= counter;
                        recvData     <= recvData_tmp;
                    end else begin
                        sendComplete <= 1'b0;
                        sendData_reg <= sentData_tmp;
                        recvData_reg <= recvData_tmp;
                        state        <= CLKUP;
                        counter      <= counter + 4'b0001;
                        recvData     <= recvData;
                    end
                end
                default :
                    SCLK <= 1'b0;
            endcase
        end
    end
endmodule
==> /design/flow/run.sh <==
#!/bin/bash
# OpenROAD 26Q1-2900-gdf79404cd8, Yosys 0.63+post, stock flow scripts
make -C /OpenROAD-flow-scripts/flow DESIGN_CONFIG=/design/flow/config.mk WORK_HOME=/design/flow/orfs finish
==> /design/flow/config.mk <==
export PLATFORM = sky130hd
export DESIGN_NAME = SPI_Transmitter22
export DESIGN_NICKNAME = SPI_Transmitter22
export VERILOG_FILES = /design/flow/design.v
export SDC_FILE = /design/flow/constraint.sdc
export NUM_CORES = 4
export LEC_CHECK = 1
export CORE_AREA = 10 10 101 101
export DIE_AREA = 0 0 111 111
==> /design/flow/constraint.sdc <==
current_design SPI_Transmitter22

set clk_period 4.4
set clk_io_pct 0.2

create_clock -name clk0 -period $clk_period [get_ports {clk}]

set non_clock_inputs [all_inputs -no_clocks]
set_input_delay [expr $clk_period * $clk_io_pct] -clock clk0 $non_clock_inputs
set_output_delay [expr $clk_period * $clk_io_pct] -clock clk0 [all_outputs]
==> Implementation_results.wiki <==
== Metrics ==
{| class="wikitable"
! Metric !! Value
|-
| Cell variety after synth || 27
|-
| Internal power consumption || about 500 µW
|-
| Chip height || approximately 110 µm
|-
| Clock-pin slew on the worst setup and hold paths || around 0.090 ns
|-
| Total non-filler cell area in the finished layout || around 1500 µm²
|-
| Leak pwr || between 0.0006 and 0.0007 µW
|-
| Die Area || around 12000 µm²
|-
| Share of cells above drive strength 1 || 0.184
|-
| Avg Cell Area, Syn || approximately 13 µm²
|-
| Post-Synthesis Cells || 91
|-
| Worst slack at placement || approximately 1.7 ns
|-
| Placement-stage cell area || roughly 1400 µm²
|-
| First-pass GRT wire length || approximately 3500 µm
|-
| Flops & latches, synth || 28
|-
| Skew-Pair Late Insertion Delay || between 0.2 and 0.3 ns
|-
| Tot GR Track Use || 0.0344
|-
| DRT Wirelength || 2110 µm
|-
| Effective utilization at floorplan || 0.146
|-
| Top area cell types || sky130_fd_sc_hd__dfrtp_1 (55%), sky130_fd_sc_hd__mux2_4 (8.8%), sky130_fd_sc_hd__mux2i_1 (6.7%), sky130_fd_sc_hd__dfstp_2 (4.4%), sky130_fd_sc_hd__o21ai_0 (3.8%)
|-
| ANT nets after route || 0
|-
| Post-Syn Area || around 1200 µm²
|-
| Cell family contributing the most delay on the critical path || buffers and inverters
|-
| Die Wd || around 110 µm
|-
| Standard cell core area || approximately 8100 µm²
|-
| Final period utilization || 0.619
|-
| Via count normalized by instance count || between 3 and 4
|-
| Post-cts resize count || 0
|-
| Overall power of the completed layout || 701 µW
|-
| Startpoint types || input pin
|-
| Largest fanout on the critical path || 2
|-
| Arr. time, crit path || 1.84 ns
|-
| P_sw || 201 µW
|-
| Number of I/O pins || 23
|-
| Cell total in the yosys stat output || ~91
|-
| Area growth from synthesis to layout || 23.3%
|-
| Setup total negative slack || 0 ns
|-
| Top FF cell, synth || sky130_fd_sc_hd__dfrtp_1
|-
| Routability congestion estimate from global placement || approximately 0.70
|-
| Unrepaired setup endpoints after global routing || no
|-
| CTS Root Cell || sky130_fd_sc_hd__clkbuf_8
|-
| Area reported by Yosys stat || around 1200 µm²
|-
| Kind of path behind the tightest hold check || flop to flop
|-
| Top cell area share || 0.547
|-
| Final routed wire length divided by cell count || 10.2 µm
|-
| Antenna diode count || 0
|-
| Final routed DRC violation total || 0
|-
| Sequential cell area fraction in the yosys report || 0.592
|-
| PD cells || 479 nW/µm²
|-
| Global-route congestion overflow total || 0
|-
| Number of warnings in the stage logs || 33
|-
| Num CTS Buffers || 3
|-
| Status || finished, final reports clean
|-
| Total of buffers placed on input and output ports || 14
|-
| Number of antenna violations at the first check in global routing || 0
|-
| EDFF count, synth || 0
|-
| Delay contributed by the slowest stage of the critical path || approximately 0.49 ns
|-
| Kind of capture point of the worst setup path || primary output
|-
| TritonCTS clock tree || built
|-
| Most frequent CP cell || sky130_fd_sc_hd__clkdlybuf4s50_1
|-
| Pre-antenna DRT Iters || 3
|-
| Depth of the CTS H-tree || 1
|-
| Setup-failing EPs final || 0
|-
| PnR worst setup slack || between 1.5 and 2 ns
|-
| Vias in the first global route || approximately 650
|-
| Number of max-slew violations in the final report || 0
|-
| Count of standard-cell rows || 33
|-
| Library cell with the largest summed area after synthesis || sky130_fd_sc_hd__dfrtp_1
|-
| Number of setup buffers added after CTS || 0
|-
| Max-cap violation count || 0
|-
| Post-synth top cells || sky130_fd_sc_hd__dfrtp_1 (26), sky130_fd_sc_hd__nand2_1 (11), sky130_fd_sc_hd__o21ai_0 (9)
|-
| Detail Placement HPWL || approximately 1500 µm
|-
| Number of design-rule violations left by the first detailed-router iteration || 28
|-
| Maximum number of pins on one net before global-route repair || 29
|-
| Clock network fraction of design power || 0.194
|-
| Number of buffers inserted by hold repair at cts || 0
|-
| Vias after detailed routing || about 700
|-
| Yosys warning tally || 2
|-
| Peak VDD IR || around 0.14 mV
|-
| Worst slew margin || 0.652
|-
| Part of the total power dissipated in sequential elements || 0.544
|-
| Clock buffer depth || 2
|-
| Ys async rst share || 1.00
|-
| Fin Clk Skew || 0.00390 ns
|-
| Most used standard cell by instance count after synthesis || sky130_fd_sc_hd__dfrtp_1
|-
| Required time of the critical path || roughly 3.5 ns
|-
| Comb pwr share || 0.262
|-
| Cells along the critical path || clkdlybuf4s50_1 > clkdlybuf4s50_1
|-
| Net Sw Frac || 0.286
|-
| Type of the worst setup path || input pin to primary output
|-
| Filler cell count || between 800 and 900
|-
| F_max || between 300 and 400 MHz
|-
| Count of endpoints failing hold in the final timing report || 0
|-
| Buffer and inverter count on the worst path || 2
|-
| Finished Core Util || 0.180
|-
| Cell with the largest stage delay on the worst path || sky130_fd_sc_hd__clkdlybuf4s50_1
|-
| Min cycle time layout || between 2 and 3 ns
|-
| Slew of the pin with the lowest slew margin || ~0.52 ns
|-
| Sinks on the clock net || 28
|}
-- cells in the final DEF (no fill, tap or decap), types with 2 or more instances in the layout --
cell	instances
sky130_fd_sc_hd__xnor2_1	2
sky130_fd_sc_hd__mux2_2	2
sky130_fd_sc_hd__mux2_4	7
sky130_fd_sc_hd__nand2b_1	2
sky130_fd_sc_hd__nor3_1	2
sky130_fd_sc_hd__dfrtp_1	26
sky130_fd_sc_hd__clkdlybuf4s50_1	14
sky130_fd_sc_hd__o21ai_0	9
sky130_fd_sc_hd__nand2_1	11
sky130_fd_sc_hd__mux2i_1	8
sky130_fd_sc_hd__dfstp_2	2
sky130_fd_sc_hd__clkbuf_8	3
sky130_fd_sc_hd__nand4_1	2
-- power by group through the flow --
stage         Sequential [µW]  Clock, µW  Combinational [µW]
finish                    382        136                 184
global route              393        150                 206
CTS                       383        141                 189
-- stage by stage --
step / hold slack, ns / std cells
detailed placement: 0.378 / 205
global route: 0.426 / 208
finish: 0.406 / 208
CTS: 0.407 / 208
global placement: 0.379 / 205
floorplan: 0.368 / 91
-- worst paths after layout --
path                                             start                      end  cells past startpoint  slack (ns)
worst max-delay path                       sendData[7]                     MISO                      2        1.68
worst min-delay path                state[2]$_DFF_PN0_       state[1]$_DFF_PN0_                      0        0.41
worst max register to register  counter[0]$_DFFE_PN0P_  recvData[2]$_DFFE_PN0P_                      4        2.66
worst min register to register      state[2]$_DFF_PN0_       state[1]$_DFF_PN0_                      0        0.41
max in group asynchronous                          rst       state[0]$_DFF_PN1_                      2        3.11
min in group asynchronous                          rst   counter[3]$_DFFE_PN0P_                      2        0.99
-- metal layers --
layer	track usage	routed length (µm)	up-vias
li1	-	-	331
met1	0.0494	1060	334
met2	0.0468	876	15
met3	0.0170	163	2
met4	0.00347	17	0
met5	0	0	-
-- cell families after synthesis --
group,share of synthesized area
AOI/OAI and AO/OA,0.0716
DFF,0.592
xor gates and xnor gates,0.0147
other,0.00315
and+or+nand+nor,0.0937
muxes,0.175
buffers and inverters,0.0400
adders and majority gates,0.0105
-- cell type report --
| cell class | instances | area, µm² | area share |
|---|---|---|---|
| Timing Repair Buffer | 15 | 148 | 0.101 |
| Clock buffer | 3 | 41.3 | 0.0282 |
| Inverter | 1 | 3.75 | 0.00256 |
| Tap cell | 105 | 131 | 0.0897 |
| Sequential cell | 28 | 703 | 0.480 |
| Multi-Input combinational cell | 56 | 438 | 0.299 |
Power figures rest on the tool's default switching activity, not on a simulated workload.
